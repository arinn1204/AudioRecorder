--- design/flow/run.sh ---
#!/bin/bash
# OpenROAD 26Q1-2900-gdf79404cd8, Yosys 0.63+post, stock flow scripts
make -C /OpenROAD-flow-scripts/flow DESIGN_CONFIG=/design/flow/config.mk WORK_HOME=/design/flow/orfs finish
--- design/flow/config.mk ---
export PLATFORM = sky130hd
export DESIGN_NAME = ReadMemory
export DESIGN_NICKNAME = ReadMemory
export VERILOG_FILES = /design/flow/design.v
export SDC_FILE = /design/flow/constraint.sdc
export NUM_CORES = 4
export LEC_CHECK = 1
export CORE_AREA = 10 10 100 100
export DIE_AREA = 0 0 110 110
--- design/flow/constraint.sdc ---
current_design ReadMemory

set clk_period 5.7
set clk_io_pct 0.2

create_clock -name clk0 -period $clk_period [get_ports {Clock}]

set non_clock_inputs [all_inputs -no_clocks]
set_input_delay [expr $clk_period * $clk_io_pct] -clock clk0 $non_clock_inputs
set_output_delay [expr $clk_period * $clk_io_pct] -clock clk0 [all_outputs]
--- design/flow/design.v ---
`timescale 1ns / 1ps
module ReadMemory(
	input Clock,
	input Reset,
	input Enable,
	input [22:0] Count,
	inout [15:0] Data,
	output [22:0] Address,
	output ChipEnable,
	output OutputEnable,
	output WriteEnable,
	output UpperByte,
	output LowerByte,
	output AddressValid,
	output [11:0] DataOut
    );
	 reg [3:0] nState, pState;
	 reg [22:0] Counter;
	 localparam S0 = 'b0, S1 = 'd1, S2 = 'd2, S3 = 'd3, S4 = 'd4, S5 = 'd5, S6 = 'd6, S7= 'd7, S8 = 'd8;
	 initial begin
		nState = S0;
		pState = S0;
		Counter = 23'b0;
	 end
	 always @ (pState, Enable)
		begin
			case (pState)
				S0:
					begin
						if (Enable)
							nState = S1;
						else
							nState = S0;
					end
				S1:
					begin
						nState = S2;
					end
				S2:
					begin
						nState = S3;
					end
				S3:	
					begin
						nState = S4;
					end
				S4:
					begin
						nState = S5;
					end
				S5:
					begin
						nState = S6;
					end
				S6:
					begin
						nState = S7;
					end
				S7:
					begin
						nState = S8;
					end
				S8:
					begin
						nState = S0;
					end
			default:
				nState = Rest;
			endcase
		end
assign ChipEnable = (pState == S0 || pState == S8) ? 1'b1 : 1'b0;
assign WriteEnable = 1'b1;
assign OutputEnable = (pState == S6) ? 1'b0 : 1'b1;
assign LowerByte = (pState >= S1 && pState < S8) ? 1'b0 : 1'b1;
assign UpperByte = (pState >= S1 && pState < S8) ? 1'b0 : 1'b1;
assign Address = Counter;
assign DataOut = (pState == S8) ? Data : 16'b0;
always @ (posedge Clock)
	pState <= (~Reset) ? S0 : nState;
always @ (posedge Clock)
	begin
		if(~Reset)
			Counter <= 23'b0;
		else if (pState == S8)
			Counter <= Counter + 1'b1;
		else
			Counter <= Counter;
	end
endmodule
==> results.cfg <==
; yosys + openroad results
[synth]
top_cell_area_share_pct = 38.30
enable_flop_cells = 0
ys_chip_area_mm2 = 0.001411
async_flop_share_pct = 0
synth.distinct_cells = 32
netlist_top_cells_area = dfxtp_1 (38%), or4_1 (5.9%), and2_1 (5.8%)
ys.flops = 27
syn_area_mm2 = 0.001411
postSynthSeqShare_pct = 38.30
dominantRegCellSynth = dfxtp_1
avgSynthCellArea_um2 = 8.401
synthCells = 168
yosysWarnings = 4
synth_area_leader_cell = dfxtp_1
synth_stat.cells = 168

[clock_network]
clockRootBuffer = clkbuf_8
post-cts-setup-buffer-count = 0
cts_buffers = 3
htree_levels = 1
cts_sinks = 27
cts_resized = 0
clockBufferDepth = 2
cts_hold_repair.buffers = 0

[placement]
postPlaceCellArea_mm2 = 0.001884
dp_slack_ns = 2.843
gp_congestion = 0.7901
hpwlAfterDp_mm = 3.004
port_buffers = 41

[global_routing]
grt_max_degree = 24

[floorplan]
fp_util_pct = 18.08
die_h_um = 110
rows = 32
die_x_um = 110
ios = 83

[outcome]
failing_step = global routing (5_1_grt)
outcome = did not finish
error = [ERROR RSZ-0074] Failed to build tree from global routes for pin 'Data[9]' and net 'Data[9]' at grid (3450, 72450): found route to 2 pins, expected 1

[timing]
untimed_endpoints = 16
## cell usage after synthesis (5+ instances only)
library cell,n
dfxtp_1,27
clkbuf_1,5
a21oi_1,15
xor2_1,6
or4_1,11
and2_1,13
nand3_1,11
nor2_1,12
nand2_1,12
o31ai_1,9
nand4_1,6
## logic make-up after synthesis
kind of cell               after synthesis  synth area share (%)
xor gates and xnor gates                10                 6.205
buffers and inverters                   14                 5.408
and+or+nand+nor                         86                 37.15
DFF                                     27                 38.30
other                                    2                0.5321
AOI/OAI and AO/OA                       28                 11.52
adders and majority gates                1                0.8864
## per-stage QoR
| stage | total power, W | std cells | util (%) |
|---|---|---|---|
| 2_1_floorplan | 0.0002161 | 168 | - |
| 3_3_place_gp | 0.0002249 | 300 | 24.13 |
| 3_5_place_dp | 0.0002249 | 300 | 24.13 |
| 4_1_cts | 0.0003327 | 304 | 24.73 |
No activity file was given, so power comes from the tool's default toggle rates.
