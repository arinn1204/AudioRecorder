`flow/run.sh`:
```
#!/bin/bash
# OpenROAD 26Q1-2900-gdf79404cd8, Yosys 0.63+post, stock flow scripts
make -C /OpenROAD-flow-scripts/flow DESIGN_CONFIG=/design/flow/config.mk WORK_HOME=/design/flow/orfs finish
```
`flow/config.mk`:
```
export PLATFORM = sky130hd
export DESIGN_NAME = WorkingMemoryController
export DESIGN_NICKNAME = WorkingMemoryController
export VERILOG_FILES = /design/flow/design.v
export SDC_FILE = /design/flow/constraint.sdc
export NUM_CORES = 4
export LEC_CHECK = 1
export CORE_UTILIZATION = 40
```
`flow/constraint.sdc`:
```
current_design WorkingMemoryController

set clk_period 4.7
set clk_io_pct 0.2

create_clock -name clk0 -period $clk_period [get_ports {Clock}]

set non_clock_inputs [all_inputs -no_clocks]
set_input_delay [expr $clk_period * $clk_io_pct] -clock clk0 $non_clock_inputs
set_output_delay [expr $clk_period * $clk_io_pct] -clock clk0 [all_outputs]
```
`flow/design.v`:
```
`timescale 1ns / 1ps
module WorkingMemoryController(
    input Clock,
    input Reset,
	 input DataReadyToWrite,
	 input ReadEnable,
	 input WriteEnable,
	 input [INCOMINGDATA - 1:0] DataIn,
	 inout [15:0] MemDB,
	 output reg [OUTGOINGDATA - 1:0] DataOut,
	 output [22:0] MemAdr,
	 output reg RamOEn,
	 output reg RamWEn,
	 output RamADVn,
	 output reg RamCEn,
	 output RamUBn,
	 output RamLBn,
	 output RamCRE,
	 output reg StopRead,
	 output MemoryFull
    );
	 parameter INCOMINGDATA = 12;
	 parameter OUTGOINGDATA = 8;
	 localparam LEADINGONES = 16-INCOMINGDATA;
	 localparam LOWERLIMIT = 16-LEADINGONES;
	 localparam COMPLEADINGONES = {LEADINGONES{1'b1}};
	 localparam HundredNS = 4'd10;
	 localparam MAXMEMORY = 10'h400;
	 reg [INCOMINGDATA - 1:0] TempData;
	 reg [1:0] nState, pState;
	 reg [2:0] AddrValCounter;
	 reg [15:0] Data;
	 reg [3:0] StateCounter;
	 reg CounterFullFlag;
	 reg [2:0] DataEdge;
	 wire DataRE;
	 reg [22:0] Counter;
	 localparam Rest = 2'd0;
	 localparam Read = 2'b01, Write = 2'b10;
	 initial begin
		nState = Rest;
		pState = Rest;
		Counter = 23'b0;
		DataEdge = 3'b0;
		CounterFullFlag = 1'b0;
		AddrValCounter = 3'b0;
	 end
	 always @ (posedge Clock)
		DataEdge <= {DataEdge[1:0],DataReadyToWrite};
	assign DataRE = (DataEdge[2:1] == 2'b10);
always @ (posedge Clock)
	begin
		if(~Reset)
			Counter <= 23'b0;
		else if (Counter == MAXMEMORY - 1)
			Counter <= 23'b0;
		else if ((~WriteEnable && ~ReadEnable) && pState == Rest)
			Counter <= 23'b0;
		else if (StateCounter == HundredNS && (WriteEnable || ReadEnable))
			Counter <= Counter + 1'b1;
		else
			Counter <= Counter;
	end
	assign MemAdr = Counter;
always @ (posedge Clock)
	begin
		if(~Reset)
			CounterFullFlag <= 1'b0;
		else if (Counter == MAXMEMORY - 1)
			CounterFullFlag <= 1'b1;
		else
			CounterFullFlag <= 1'b0;
	end
	assign MemoryFull = CounterFullFlag;
always @ (posedge Clock)
	begin
		if(StateCounter == 4'hF)
			StateCounter <= 4'b0;
		else if (pState == Read || pState == Write)
			StateCounter <= StateCounter + 1'b1;
		else
			StateCounter <= 4'b0;
	end
	 always @ (pState, ReadEnable, WriteEnable, CounterFullFlag, StateCounter, DataRE)
		begin
			case (pState)
				Rest:
					begin
						if (ReadEnable && ~CounterFullFlag && DataRE)
							nState = Read;
						else if (WriteEnable && ~CounterFullFlag && DataRE)
							nState = Write;
						else
							nState = Rest;
					end
				Read:
					begin
						if(StateCounter == HundredNS)
							nState = Rest;
						else
							nState = Read;
					end	
				Write:
					begin
						if(StateCounter == HundredNS)
							nState = Rest;
						else
							nState = Write;
					end
			default:
				nState = Rest;
			endcase
		end
always @ (posedge Clock)
	pState <= (~Reset) ? Rest : nState;
		 always @ (pState, StateCounter)
			begin
				if (pState == Write)
					RamOEn = 1'b0;
				else if (StateCounter >= 4'd8 && StateCounter <= HundredNS)
					RamOEn = 1'b0;
				else
					RamOEn = 1'b1;
			end
		always @ (pState, StateCounter)
			begin
				if((StateCounter >= 4'd5 && StateCounter <= HundredNS) && pState == Write)
					RamWEn = 1'b0;
				else if (pState == Read)
					RamWEn = 1'b1;
				else
					RamWEn = 1'b1;
			end
		always @ (StateCounter)
			begin
			if(StateCounter > 4'b0 && StateCounter <= HundredNS)
				RamCEn = 1'b0;
			else
				RamCEn = 1'b1;
			end
	 assign RamUBn = 1'b0;
	 assign RamLBn = 1'b0;
	 assign RamCRE = 1'b0;
	 assign RamADVn = 1'b0;
	 always @ (posedge Clock)
		TempData <= (pState == Rest) ? DataIn : TempData;
	 always @ (posedge Clock, negedge Reset)
		begin
			if(~Reset)
				DataOut <= 'b0;
			else if (StateCounter == 4'd10 && pState == Read)
				DataOut <= MemDB[OUTGOINGDATA-1:0];
			else if (pState == Write)
				DataOut <= 'b0;
			else
				DataOut <= DataOut;
		end
	 always @ (StateCounter, pState, TempData, WriteEnable)
		begin
			if((StateCounter == 4'd9 || StateCounter == 4'd10) && pState == Write && WriteEnable)
				Data = TempData;
			else if ((StateCounter == 4'd9 || StateCounter == 4'd10) && pState == Write && ~WriteEnable)
				Data = {{LEADINGONES{1'b1}},TempData};
			else
				Data = 16'bZ;
		end
	 assign  MemDB = Data;
		always @ (StateCounter, MemDB, pState)
			begin
				if((StateCounter == 4'd9 || StateCounter == 4'd10) && (pState == Read) && (MemDB[15:LOWERLIMIT] == COMPLEADINGONES))
					StopRead = 1'b1;
				else
					StopRead = 1'b0;
			end
endmodule
```
==> impl.org <==
* Flow results

** Outcome
- The flow did not finish.
- The flow halted during clock tree synthesis.
- First Err :: [error] [KeplerFormal.cpp:679] Workflow failed: Iso has multiple drivers: .MemDB0, MemDB[0]$_DFFE_PP_.Q0

** Logic synthesis
- Total cells reported by yosys after synthesis :: 248
- Synthesized registers :: 52
- Count of library flops with an enable pin :: 12
- For this run, the leading register cell type out of synthesis is sky130_fd_sc_hd__dfxtp_1.
- The cell count after synthesis came out at 248.
- Yosys warnings :: 3
- Fraction of registers with async set/reset :: 15.38%
- After synthesis, the chip area reported by Yosys is 0.002380 sq mm.
- For reference, the post-synthesis area per instance comes to 9.596 sq um.
- Summing the sequential cell areas from Yosys gives 50.47% of the chip area.
- Yosys mapped the design onto 38 distinct sky130hd cell types.
- Synthesized area :: 0.002380 sq mm

** Floorplan
- Initial Util :: 42.44%
- Per the OpenROAD floorplan log, the height of the die is 79.13 microns.
- Measured along the x axis, the die boundary spans 79.13 microns.
- The report lists the number of standard-cell rows as 27.
- Boundary pin count :: 73

** Placed design
- Per the gpl log, the routability congestion estimate is 0.8150.
- According to the dpl log, the detail-placed design has an HPWL of 3367 microns.
- Timing analysis after detailed placement gives a worst setup slack of 1588 ps.
- DP Area :: 0.002892 sq mm
- The placement report lists the number of port buffers as 51.

** Clock tree
- The clock tree synthesis step divided the H-tree into 2 levels.
- Hold repair after CTS inserted 0 buffers.
- Clock tree synthesis inserted a total of 5 buffers.
- The clock passes through at most 2 buffers.
- Per the CTS log, the root buffer master is sky130_fd_sc_hd__clkbuf_8.
- Clock Sinks :: 52
- Per the repair_timing log after CTS, setup buffers inserted total 0.
- Gates resized during post-CTS repair numbered 0.
cells in the mapped netlist, types with 7 or more instances:
cell | number | share of area (%)
sky130_fd_sc_hd__or3_1 | 9 | 2.4
sky130_fd_sc_hd__a21oi_1 | 18 | 3.8
sky130_fd_sc_hd__o21ai_0 | 14 | 2.9
sky130_fd_sc_hd__nand3b_1 | 8 | 2.5
sky130_fd_sc_hd__and3_1 | 9 | 2.4
sky130_fd_sc_hd__dfxtp_1 | 32 | 27
sky130_fd_sc_hd__inv_1 | 8 | 1.3
sky130_fd_sc_hd__nand3_1 | 12 | 2.5
sky130_fd_sc_hd__ha_1 | 9 | 4.7
sky130_fd_sc_hd__buf_4 | 10 | 3.2
sky130_fd_sc_hd__nand4_1 | 7 | 1.8
sky130_fd_sc_hd__nand2_1 | 28 | 4.4
sky130_fd_sc_hd__nor2_1 | 14 | 2.2
sky130_fd_sc_hd__dfrtp_1 | 8 | 8.4
sky130_fd_sc_hd__edfxtp_1 | 12 | 15
kinds of logic after synthesis:
family          Yosys count  share of synthesized area [%]
xor+xnor                  8                          2.944
compound gates           42                          9.990
buf+inv                  25                          5.625
other cells               1                         0.1576
flops                    52                          50.47
simple gates            111                          26.08
fa+ha+maj                 9                          4.732
stage by stage:
step / cells / total power, mW
after floorplan: 252 / 0.5350
after global placement: 358 / 0.5885
after detailed placement: 358 / 0.5898
Power is estimated from default activity; no workload was simulated.
