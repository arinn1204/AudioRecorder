$ cat flow/config.mk
export PLATFORM = sky130hd
export DESIGN_NAME = TriColorControl
export DESIGN_NICKNAME = TriColorControl
export VERILOG_FILES = /design/flow/design.v
export SDC_FILE = /design/flow/constraint.sdc
export NUM_CORES = 4
export LEC_CHECK = 1
export CORE_AREA = 10 10 95 95
export DIE_AREA = 0 0 105 105
$ cat flow/constraint.sdc
current_design TriColorControl

set clk_period 4.6
set clk_io_pct 0.2

create_clock -name clk0 -period $clk_period [get_ports {Clock}]

set non_clock_inputs [all_inputs -no_clocks]
set_input_delay [expr $clk_period * $clk_io_pct] -clock clk0 $non_clock_inputs
set_output_delay [expr $clk_period * $clk_io_pct] -clock clk0 [all_outputs]
$ cat flow/design.v
`timescale 1ns / 1ps
module TriColorControl(
    input Clock,
    input Reset,
	 input Enable,
    output [2:0] Led
    );
	 initial begin
		PWMCount = 6'b0;
		ShiftLed = 0;
		Counter = 'b0;
		LedClock = 1'b0;
		LEDCounter = 3'b0;
	 end
	 reg [5:0] PWMCount;
	 reg ShiftLed;
	always @ (posedge Clock, negedge Reset)
		begin
			if(~Reset)
				PWMCount <= 6'b0;
			else if (PWMCount == 6'b111111)
				PWMCount <= 6'b0;
			else
				PWMCount <= PWMCount + 1'b1;
		end
	always @ (posedge Clock, negedge Reset)
		begin
			if(~Reset)
				ShiftLed <= 1'b0;
			else if (PWMCount == 6'b101111)
				ShiftLed <= 1'b1;
			else
				ShiftLed <= 1'b0;
		end
	parameter LIMIT = 3571429;
	parameter BUSWIDTH = 21;
	reg [BUSWIDTH:0] Counter;
	reg LedClock;
	always @ (posedge Clock)
		begin
			if(Counter == LIMIT-1)
				Counter <= 'b0;
			else
				Counter <= Counter + 1'b1;
		end
	always @ (posedge Clock)
		begin
			if(Counter == LIMIT - 1)
				LedClock = 1'b0;
			else
				LedClock = ~LedClock;
		end
	reg [2:0] LEDCounter;
	always @ (posedge LedClock)
		begin
			if(~Reset)
				LEDCounter <= 3'b0;
			else if (ShiftLed && Enable)
				LEDCounter <= LEDCounter + 1'b1;
			else
				LEDCounter <= 3'b0;
		end
	assign Led = LEDCounter;
endmodule
$ cat flow/run.sh
#!/bin/bash
# OpenROAD 26Q1-2900-gdf79404cd8, Yosys 0.63+post, stock flow scripts
make -C /OpenROAD-flow-scripts/flow DESIGN_CONFIG=/design/flow/config.mk WORK_HOME=/design/flow/orfs finish
==> flow_metrics.py <==
# Synthesis and PnR figures
metrics = {
    "pwr": {
        "power_density_nw_per_um2": 302.8,
        "power.switching_uw": 100.2,
        "p_sw_share_pct": 19.21,
        "peakVddDrop_mv": 0.09507,
        "clkPwrFrac_pct": 49.4,
        "p_int_uw": 421.5,
        "leakage_uw": 0.0006135,
        "combPwrFrac_pct": 0.7,
        "p_seq_share_pct": 50.0,
    },
    "grt": {
        "grt_pass1_wl_um": 4126,
        "met1_usage_pct": 6.100,
        "track_usage_pct": 4.324,
        "grt_use_met2_pct": 6.228,
        "grt-ovfl-total": 0,
        "busiest_layer": "met2",
        "grt_pass1_vias": 892,
        "grt_max_degree": 17,
        "antenna_found_initial": 0,
        "gr-usage-met3_pct": 1.615,
    },
    "floorplanning": {
        "die_h_um": 105,
        "pin_count": 6,
        "core_area_sq_um": 6907,
        "die_w_um": 105,
        "fp-utilization_pct": 21.18,
        "rows": 30,
        "die-area_sq_um": 11030,
    },
    "logic_synthesis": {
        "syn-cell-area_sq_um": 1463,
        "postSynthCellCount": 145,
        "synth.distinct_cells": 35,
        "top_cell_area_share_pct": 35.59,
        "ys_chip_area_sq_um": 1463,
        "ys_cells": 145,
        "ys_seq_elements": 33,
        "postSynthSeqShare_pct": 47.56,
        "yosys-top-cells-area": "dfxtp_1 (36%), dfrtp_1 (12%), xnor2_1 (9.6%)",
        "ff_type": "dfxtp_1",
        "yosysWarnings": 1,
        "top_area_cell": "dfxtp_1",
        "synthArstFlopShare_pct": 21.21,
        "edf_count": 0,
        "syn_area_per_cell_sq_um": 10.09,
    },
    "outcome": {
        "status": "finished, final reports clean",
    },
    "worst_setup_path": {
        "crit_arrival_ps": 1910,
        "required_ps": 4740,
        "regToRegStartpoint": "Counter[0]$_SDFF_PN0_",
        "r2r_slack_ps": 2830,
        "critPathKind": "flip-flop to flip-flop",
        "endpoint_kind": "flip-flop",
        "start_kind": "flip-flop",
        "cp_max_fo": 16,
        "reg2reg_to": "Counter[3]$_SDFF_PN0_",
        "critPathLaunch": "Counter[0]$_SDFF_PN0_",
        "reg2regPathDepth": 6,
        "cp-endpoint": "Counter[3]$_SDFF_PN0_",
    },
    "placement": {
        "hpwl_um": 1676,
        "dpl.cell_count": 244,
        "globalplace.congestion": 0.7833,
        "io_buffers": 5,
    },
    "drt": {
        "wl_per_cell_um": 9.282,
        "vias": 986,
        "insertedDiodeCount": 0,
        "drtAntennaViolNets": 0,
        "totalWireLength_um": 2339,
        "drc": 0,
        "drt_first_iter_violations": 46,
        "dr.pass1.iters": 6,
        "vias_per_cell": 3.913,
    },
    "clock_tree": {
        "clockBufferDepth": 2,
        "clk_latency_ps": 280,
        "hold_buffers": 0,
        "cts_max_level": 2,
        "cts_resized": 0,
        "cts_setup_buffers": 0,
        "cts_tree": "yes",
        "cts_root_buffer": "clkbuf_8",
        "numCtsBuffers": 5,
        "path_clk_slew_ps": 60,
    },
    "final_timing": {
        "setup_viol": 0,
        "unclocked_pins": 3,
        "worst_pin_slew_ps": 622.0,
        "rsz0062_at_grt": "false",
        "relSlewSlack_pct": 58.40,
        "setup_tns_ps": 0,
        "fin_worst_skew_ps": 5.035,
        "maxSlewViolCount": 0,
        "post-route-period-util_pct": 38.43,
        "unconstrained_endpoints": 6,
        "period_needed_ps": 1768,
        "report.final.hold_viol_count": 0,
        "max_freq_mhz": 565.6,
    },
    "cells_and_area": {
        "syn2layout_area_growth_pct": 17.79,
        "filler_cell_count": 742,
        "fin_util_pct": 24.95,
        "final_cells": 252,
        "drive_above_1_share_pct": 11.54,
    },
    "job": {
        "maxCapViolations": 0,
        "tool_warnings": 26,
    },
    "worst_hold_path": {
        "hold_class": "flip-flop to flip-flop",
    },
}
[power by group through the flow]
stage         logic [uW]  clock network (uW)  registers (uW)
CTS                 3.68                 265             261
global route        3.89                 280             260
finish              3.52                 257             261
[per-layer routing]
metal | vias up | share of wire (%)
li1 | 523 | -
met3 | 4 | 5.5
met5 | - | 0
met1 | 445 | 54
met2 | 14 | 40
met4 | 0 | 0.60
[through the flow]
step                      worst slack (ps)  total power, uW  instance area (sq um)  hold slack, ps
after floorplan                       3032            266.9                   1463           417.2
after global placement                2880            270.0                   1614           446.0
after detailed placement              2816            270.0                   1614           445.7
after CTS                             2802            529.0                   1723           461.0
after global routing                  2592            544.2                   1723           504.2
final                                 2832            521.8                   1723           455.6
[worst min path at each step]
stage / start / endpoint / depth (start not counted)
after CTS: LedClock$_SDFF_PN0_ / LedClock$_SDFF_PN0_ / 1
after global routing: PWMCount[0]$_DFF_PN0_ / PWMCount[0]$_DFF_PN0_ / 1
final: LedClock$_SDFF_PN0_ / LedClock$_SDFF_PN0_ / 1
[flip-flops by register name, indices dropped and copies added (netlist names)]
name,count
ShiftLed,1
LEDCounter,3
LedClock,1
Counter,22
PWMCount,6
[critical path, cell delays in order, from the launching register on]
cell and delay [ps]:
dfxtp_1 340, inv_1 70, ha_1 140, nor4bb_1 200, nand3_1 200, nor3_4 570
nor2_1 110
[synthesized netlist by cell type (all sizes together), types with 2 or more instances]
cell type	count
mux2i	2
o31ai	3
nor3	5
nand4	6
dfrtp	7
a21oi	2
nand2	10
nor2	20
and3	2
and2	2
ha	4
and4	2
dfxtp	26
xor2	3
xnor2	16
inv	6
o21ai	2
nand3	12
buf	2
nor4	4
[placed cells by master (no fill, tap or decap), types with 2 or more instances in the layout]
master	count
and4_1	2
ha_1	4
nand4_1	3
o21ai_0	2
inv_1	6
mux2i_1	2
a21oi_1	2
dfrtp_1	7
nor4_1	3
clkdlybuf4s50_1	5
nand2_1	10
nand4_4	2
o31ai_1	3
nor2_1	20
and2_2	2
and3_1	2
nor3_1	3
nand3_1	12
clkbuf_8	5
xor2_1	3
dfxtp_1	26
xnor2_1	16
clkinv_2	2
[final cells by class]
| class | count | area, sq um | area share, % |
|---|---|---|---|
| clock inverters | 3 | 40.04 | 2.324 |
| multi-input cells | 104 | 725.7 | 42.12 |
| repair buffers | 5 | 50.05 | 2.905 |
| clock buffers | 5 | 68.82 | 3.994 |
| flip-flops and latches | 33 | 695.7 | 40.38 |
| well taps | 96 | 120.1 | 6.972 |
| inverters | 6 | 22.52 | 1.307 |
[logic make-up after synthesis]
logic type	synth area share, %
simple gates	28.40
mux	1.369
fa+ha+maj	3.422
compound gates	5.048
buf+inv	2.823
xor+xnor	11.38
flops	47.56
Power figures rest on the tool's default switching activity, not on a simulated workload.
